[flow/run.sh]
#!/bin/bash
# OpenROAD 26Q1-2900-gdf79404cd8, Yosys 0.63+post, stock flow scripts
make -C /OpenROAD-flow-scripts/flow DESIGN_CONFIG=/design/flow/config.mk WORK_HOME=/design/flow/orfs finish
[flow/config.mk]
export PLATFORM = sky130hd
export DESIGN_NAME = top
export DESIGN_NICKNAME = top
export VERILOG_FILES = /design/flow/design.v
export SDC_FILE = /design/flow/constraint.sdc
export NUM_CORES = 4
export LEC_CHECK = 1
export CORE_UTILIZATION = 40
[flow/constraint.sdc]
current_design top

set clk_period 5.9
set clk_io_pct 0.2

create_clock -name clk0 -period $clk_period [get_ports {clk}]

set non_clock_inputs [all_inputs -no_clocks]
set_input_delay [expr $clk_period * $clk_io_pct] -clock clk0 $non_clock_inputs
set_output_delay [expr $clk_period * $clk_io_pct] -clock clk0 [all_outputs]
[flow/design.v]
`timescale 1ns / 1ps
module flexible_clock #(
    parameter CLK_DIV = 1
)(
    input wire clk_in,
    output reg clk_out = 0
);
    reg [31:0] counter = 0;
    always @ (posedge clk_in) begin
        if (counter + 1 == CLK_DIV) begin
            counter <= 0;
            clk_out <= ~clk_out;
        end
        else begin
            counter <= counter + 1;
        end
    end
endmodule
`timescale 1ns / 1ps
module top(
    input wire clk,
    input wire btnL,
    input wire btnD,
    input wire btnC,
    input wire [15:0] sw,
    output reg [15:0] led = 0,
    output reg [6:0]  seg,
    output reg [3:0]  an,
    output reg        dp
);
    initial begin
        an  <= 4'hf;
        dp  <= 1'h1;
        seg <= 7'b111_1111;
    end
    reg [31:0] counter_1Hz = 0;
    reg [31:0] state       = 0;
    wire clk_1kHz, clk_1Hz, clk_10Hz, clk_100Hz;
    flexible_clock #( .CLK_DIV(50_000) ) i_clock_1kHz (
        .clk_in(clk),
        .clk_out(clk_1kHz)
    );
    flexible_clock #( .CLK_DIV(50_000_000) ) i_clock_1Hz (
        .clk_in(clk),
        .clk_out(clk_1Hz)
    );
    flexible_clock #( .CLK_DIV(50_000_00) ) i_clock_10Hz (
        .clk_in(clk),
        .clk_out(clk_10Hz)
    );
    flexible_clock #( .CLK_DIV(50_000_0) ) i_clock (
        .clk_in(clk),
        .clk_out(clk_100Hz)
    );
    reg MAX_LED = 0;
    reg locked = 1;
    always @ (posedge clk_1kHz) begin
        if (counter_1Hz + 1 == 1000) begin
            counter_1Hz <= 0;
            state       <= state + 1;
            if (led != 16'b0000_0111_1111_1111 && MAX_LED == 0) begin
                led <= (led << 1) | 1;
            end
            else if (led == 16'b0000_0111_1111_1111) begin
                MAX_LED <= 1;
            end
        end
        else begin
            counter_1Hz <= counter_1Hz + 1;
            if (MAX_LED == 1) begin
                if (sw[2] == 1) begin
                    led[2]   <= clk_100Hz;
                    led[1:0] <= 2'b11;
                end
                else if (sw[1] == 1) begin
                    led[2] <= 1;
                    led[1] <= clk_10Hz;
                    led[0] <= 1;
                end
                else if (sw[0] == 1) begin
                    led[2:1] <= 2'b11;
                    led[0]   <= clk_1Hz;
                end
                else begin
                    led[2:0] <= 3'b111;
                end
            end
        end
        if (MAX_LED == 1 && locked == 1 && an == 4'b1111) begin
            an  <= 4'b1110;
            seg <= 7'b1001_111;
        end
        else if (MAX_LED == 1 && locked == 1 && btnL == 1 && an == 4'b1110) begin
            an <= 4'b1101;
            seg <= 7'b1011_110;
        end
        else if (MAX_LED == 1 && locked == 1 && btnD == 1 && an == 4'b1101) begin
            an <= 4'b1011;
            seg <= 7'b0100_111;
        end
        else if (MAX_LED == 1 && locked == 1 && btnC == 1 && an == 4'b1011) begin
            an <= 4'b1110;
            locked <= 0;
            seg <= 7'b1001_111;
            led[15] <= 1;
        end
    end
endmodule
==> impl_metrics.yaml <==
# synthesis and place-and-route metrics
status:
  run_status: "completed"
worst_setup_path:
  timing.critical_path.cells: "ha_1, nand4_1, or4_1, or4_1, o31ai_1, nand2_1, a2111oi_2, buf_4, a21oi_1"
  crit_required_ps: 6190
  cp.arrival_ps: 3890
  rrSetupSlack_ps: 2300
  r2r_start: "i_clock_1Hz.counter[0]"
  cpPeakStageDelay_ps: 710
  crit_type: "flip-flop to flip-flop"
  timing.rr.end: "i_clock_1Hz.counter[20]"
  cp_slowest_cell: "or4_1"
  start_kind: "flip-flop"
  critPathBufInv: 1
  crit_path_end: "i_clock_1Hz.counter[20]"
  cp-startpoint: "i_clock_1Hz.counter[0]"
  worst-path-stages: 9
  path_common_cell: "or4_1"
  path_max_fanout: 10
  endpoint_kind: "flip-flop"
  cp_top_family: "simple AND/OR/NAND/NOR gates"
  r2r_cells: 9
pwr:
  combPwrFrac_pct: 0.3
  p_seq_share_pct: 46.6
  switchingPower_w: 0.000406
  vdd_drop_max_mv: 0.158
  p_clk_share_pct: 53.1
  p_sw_share_pct: 21.1
  p_int_w: 0.00152
  leakagePower_nw: 3.76
  p_per_area_nw_per_um2: 181
routing:
  wire_per_inst_um: 14.0
  drcViolationCount: 0
  n_antenna_cell: 0
  vias: 7413
  antenna_left: 0
  drt_iter0_drc: 328
  first_pass_iters: 6
  vias_per_cell: 5.30
  routed_wl_um: 19500
synthesis:
  postSynth.asyncResetShare_pct: 0
  synth.distinct_cells: 67
  synthTopCellsByArea: "dfxtp_1 (35%), xnor2_1 (7.9%), edfxtp_1 (6.7%)"
  ys_cells: 1063
  ys_warn_count: 5
  ys_seq_share_pct: 41.7
  synth_flops: 187
  synth-edff-count: 21
  synth_cells: 1063
  ys_chip_area_sq_um: 9470
  synth.cell_area_sq_um: 9470
  ff_type: "dfxtp_1"
  top_cell_area_share_pct: 35.1
  avgSynthCellArea_sq_um: 8.91
  top_area_cell: "dfxtp_1"
floorplanning:
  row_count: 55
  pin_count: 48
  fp_util_pct: 41.3
  core_sq_um: 22900
  die_area_sq_um: 24300
  die_height_um: 156
  die_w_um: 156
placement:
  dp_hpwl_um: 14100
  port_buffers: 30
  gp_congestion: 0.836
hold_path:
  hold_class: "flip-flop to flip-flop"
global_route:
  grt_busiest_layer: "met1"
  grt_use_met2_pct: 24.8
  use_met3_pct: 2.86
  grt_overflow: 0
  antenna_found_initial: 0
  grt_use_total_pct: 17.0
  grt_pass1_vias: 6655
  grt_max_degree: 56
  grt_pass1_wl_um: 32900
  use_met1_pct: 27.8
cts:
  cts_resized: 0
  cts_max_level: 4
  hold_buffers: 0
  postCtsSetupBuffers: 0
  cts_buffer_depth: 2
  clock_latency_ps: 410
  cts-root-buf: "clkbuf_16"
  clkTransAtPathRegs_ps: 60
  numCtsBuffers: 17
  cts_tree: "done"
sta:
  worstMarginPinSlew_ps: 757
  finalClockPeriodUsage_pct: 61.0
  setup_viol: 0
  finalHoldViolCount: 0
  hold-worst-slack_ps: 458
  rsz0062_at_grt: "false"
  max_freq_mhz: 278
  relSlewSlack_pct: 49.3
  unclocked_regs: 55
  clock_skew_ps: 14.1
  untimed_endpoints: 94
  slew_viol_final: 0
  finalSetupTns_ps: 0
  min_period_ps: 3600
layout:
  layout_top_cell: "dfxtp_1"
  drive_gt1_share_pct: 5.98
  syn_to_final_growth_pct: 11.9
  lay_top_cells: "dfxtp_1 (166), nand2_1 (86), nor2_1 (85), xnor2_1 (85), nand4_1 (66)"
job:
  warnings: 42
  maxCapViolations: 0
==> power groups by stage <==
stage / clock (W) / sequential [W] / combinational (W)
4_1_cts: 0.00105 / 0.000895 / 0.00000601
5_1_grt: 0.00109 / 0.000895 / 0.00000643
6_report: 0.00102 / 0.000895 / 0.00000578
==> logic make-up after synthesis <==
| logic type | after synthesis | synth area share [%] |
|---|---|---|
| xor gates and xnor gates | 147 | 13.6 |
| other | 2 | 0.0793 |
| buffers and inverters | 65 | 2.97 |
| adders and majority gates | 9 | 1.19 |
| AOI/OAI and AO/OA | 104 | 7.14 |
| DFF | 187 | 41.7 |
| and+or+nand+nor | 532 | 31.4 |
| muxes | 17 | 1.94 |
==> worst min-delay path by stage <==
stage,startpoint,end,slack [ps],cells past startpoint
global route,i_clock_1kHz.counter[21],i_clock_1kHz.counter[21],480,1
CTS,i_clock.counter[31],i_clock.counter[31],460,1
finish,i_clock.counter[31],i_clock.counter[31],460,1
==> final cells by class <==
class	count	area (sq um)
flip-flops and latches	187	3950
multi-input cells	815	5270
inverters	17	63.8
fillers	2165	12300
clock buffers	21	472
well taps	313	392
repair buffers	37	353
clock inverters	10	98.8
==> registers in the layout (all words and copies together), names as in the netlist, 4 cells and up <==
register,cells
seg,4
i_clock_1kHz.counter,32
i_clock_10Hz.counter,32
counter_1Hz,32
led,16
i_clock_1Hz.counter,32
i_clock.counter,32
==> routing by layer <==
layer	share of wire [%]	wire, um
met5	0	0
met4	1.2	227
met1	53	10400
met3	3.6	703
met2	42	8170
==> synth_stat cells, types with 21 or more instances <==
library cell,number
a21oi_1,26
and3_1,23
and4_1,25
clkbuf_1,39
dfxtp_1,166
edfxtp_1,21
nand2_1,86
nand3_1,64
nand4_1,66
nor2_1,85
nor3_1,38
nor4_1,35
o21ai_0,29
xnor2_1,85
xor2_1,62
==> metrics by stage <==
| stage | cells | cell area [sq um] | power (W) | setup WS (ps) | util [%] |
|---|---|---|---|---|---|
| after floorplan | 1067 | 9490 | 0.000918 | 2420 | - |
| after global routing | 1400 | 10600 | 0.00199 | 2060 | 46.3 |
| final | 1400 | 10600 | 0.00192 | 2300 | 46.3 |
| after CTS | 1400 | 10600 | 0.00195 | 2290 | 46.3 |
| after detailed placement | 1369 | 10000 | 0.000921 | 2340 | 43.8 |
| after global placement | 1369 | 10000 | 0.000921 | 2300 | 43.8 |
Power is estimated from default activity; no workload was simulated.
